==> /design/flow/design.v <==
`timescale 1ns / 1ps
module uarttx_frame(clk, rst_n, mode,datain,extra_data,one_more_data,dataout, wrsig, isHigh);
	input clk;
	input rst_n;
	input isHigh;
	input[1:0] mode;
	input[31:0] datain,one_more_data,extra_data;
	output[7:0] dataout;
	output wrsig;
	reg [7:0] dataout;
	reg wrsig;
	reg [7:0] cnt;
	reg[4:0] state;
always @(posedge clk or negedge rst_n) begin
  if(!rst_n) begin
    cnt<=8'd0;
		wrsig<=1'b0;
  end
  else begin
	  if(cnt 
	  == 254) begin
		if((mode[0] & ~mode[1])|(mode[1] & ~mode[0]))
			case(state)
				5'd0 : dataout <= 8'd80;	 
				5'd1 : dataout <= isHigh ? 8'd49 : 8'd50;		 
				5'd2 : dataout <= datain[31:24]; 
				5'd3 : dataout <= datain[23:16]; 
				5'd4 : dataout <= datain[15:8];
				5'd5 : dataout <= datain[7:0];
				5'd6 : dataout <= 8'd13;	 
				5'd7 : dataout <= 8'd10;	 
			endcase
		else if(mode[0] & mode[1])
			case(state)
				5'd0 :  dataout <= 8'd80;	 
				5'd1 :  dataout <= isHigh ? 8'd51 : 8'd52;		 
				5'd2 :  dataout <= datain[31:24]; 
				5'd3 :  dataout <= datain[23:16]; 
				5'd4 :  dataout <= datain[15:8];
				5'd5 :  dataout <= datain[7:0];
				5'd6 :  dataout <= extra_data[31:24];	
				5'd7 :  dataout <= extra_data[23:16];
				5'd8 :  dataout <= extra_data[15:8];
				5'd9 :  dataout <= extra_data[7:0];
				5'd10 :  dataout <= one_more_data[31:24];	
				5'd11 :  dataout <= one_more_data[23:16];
				5'd12 :  dataout <= one_more_data[15:8];
				5'd13 :  dataout <= one_more_data[7:0];
				5'd14 : dataout <= 8'd13;	 
				5'd15 : dataout <= 8'd10;	 
			endcase
		 wrsig <= 1'b1;               
		 cnt <= 8'd0;
		 if(mode[0] & mode[1])	state <= (state == 5'd15) ? 5'd0 :  state + 1'b1;
		 else if((mode[0] & ~mode[1])|(mode[1] & ~mode[0])) state <= (state == 5'd7) ? 5'd0 :  state + 1'b1;
		end
		else begin
		 wrsig <= 1'b0;
		 cnt <= cnt + 8'd1;
		end
	end	  
end
endmodule
module uarttx_frame_test(clk, rst_n,datain,dataout, wrsig);
	input clk;
	input rst_n;
	input[31:0] datain;
	output[7:0] dataout;
	output wrsig;
	reg [7:0] dataout;
	reg wrsig;
	reg [7:0] cnt;
	reg[2:0] state;
always @(posedge clk or negedge rst_n) begin
  if(!rst_n) begin
    cnt<=8'd0;
		wrsig<=1'b0;
  end
  else begin
	  if(cnt == 254) begin
			case(state)
				3'd0 : dataout <= 8'd80;	 
				3'd1 : dataout <= 8'd49;		 
				3'd2 : dataout <= datain[31:24]; 
				3'd3 : dataout <= datain[23:16]; 
				3'd4 : dataout <= datain[15:8];
				3'd5 : dataout <= datain[7:0];
				3'd6 : dataout <= 8'd13;	 
				3'd7 : dataout <= 8'd10;	 
			endcase
		 wrsig <= 1'b1;               
		 cnt <= 8'd0;
		 state <= state + 1'b1;
		end
		else begin
		 wrsig <= 1'b0;
		 cnt <= cnt + 8'd1;
		end
	end	  
end
endmodule
==> /design/flow/run.sh <==
#!/bin/bash
# OpenROAD 26Q1-2900-gdf79404cd8, Yosys 0.63+post, stock flow scripts
make -C /OpenROAD-flow-scripts/flow DESIGN_CONFIG=/design/flow/config.mk WORK_HOME=/design/flow/orfs finish
==> /design/flow/config.mk <==
export PLATFORM = sky130hd
export DESIGN_NAME = uarttx_frame
export DESIGN_NICKNAME = uarttx_frame
export VERILOG_FILES = /design/flow/design.v
export SDC_FILE = /design/flow/constraint.sdc
export NUM_CORES = 4
export LEC_CHECK = 1
export CORE_UTILIZATION = 40
export SYNTH_HDL_FRONTEND = slang
==> /design/flow/constraint.sdc <==
current_design uarttx_frame

set clk_period 2.7
set clk_io_pct 0.2

create_clock -name clk0 -period $clk_period [get_ports {clk}]

set non_clock_inputs [all_inputs -no_clocks]
set_input_delay [expr $clk_period * $clk_io_pct] -clock clk0 $non_clock_inputs
set_output_delay [expr $clk_period * $clk_io_pct] -clock clk0 [all_outputs]
==> run summary <==
yosys + openroad results -> status=complete, no violations, CTS buffer count=3, WP buf/inv=2, post-route setup slack=between 300 and 400 ps, CTS-repair resized insts=0, Synth area leader=edfxtp_1, Max Fclk=between 400 and 500 MHz, most frequent cell after synthesis=nand2_1, hold-critical path depth=1, fin crit share=0.8718, R2R setup slack=about 350 ps, ys cells=229, drt initial violations=152, number of global-route vias before repair=2144, Area leader share=0.1854, RSZ-0062 raised after global routing=false, core box area=5075 sq um, CP delay by family, top=AND-OR/OR-AND gates, post-CTS setup buffers=0, Sink Count=22, post-DR vias/cell=~5.4, Clock transition at path regs=90 ps, Top cells by area=edfxtp_1 19%, dfrtp_1 11%, ha_1 5.9%, mux2i_1 5.2%, nand2_1 4.3%, yosys stat area=2106 sq um, antenna violations before repair=0, # IOs=about 110, Worst EP required=between 2000 and 3000 ps, setup TNS=0 ps, fraction of registers with async set/reset=0.4091, worst r2r dst=dataout[0]$_DFFE_PP_, clock network power share=0.369, Final Max Tran Viols=0, Slew @ Worst Pin=649.5 ps, layout cells sized above 1=0.08480, HPWL after DPL=5582 um, area grow syn2layout=57.99%, Synth warnings=0, register area share after synthesis=0.2923, Post-Route WL=6864 um, sequential share of power=0.422, drt pass-1 iters=7, Net Sw Frac=0.1752, Overflow after GRT=0, final hold vios=0, Antenna diodes=0, Most common reg cell=edfxtp_1, crit path max-delay cell type=edfxtp_1, r2r startpoint=state[0]$_DFFE_PP_, latest clock arrival within the worst-skew pair=around 260 ps, GRT Overall Usage=0.2594, final setup fails=0, Period minus WS final=2354 ps, Die ar.=5558 sq um, Worst Clk Skew=6.688 ps, die span in y=around 75 um, CP startpoint kind=flip-flop, CTS tree=done, RePlAce Congestion=0.9170, OpenROAD warning count=32, CTS Hold Buffers Added=0, chip width=74.56 um, critical path data arrival time=2370 ps, max incr delay on CP=roughly 440 ps, pin count of the biggest net entering global routing=19, fp util=0.4149, synthesized flop and latch total=22, Worst Setup End Kind=flip-flop, mean area per synthesized cell=9.196 sq um, Pwr Density=251.9 nW/um^2, Pint=~700 uW, wire length per cell=16.66 um, total number of vias=~2200, critical path, cell by cell=inv_1, ha_1, buf_4, a22oi_1, nand2_1, a222oi_1, nor4b_2, o21bai_1, Longest Clk Path Bufs=2, tightest hold margin=481.6 ps, crit path max fanout=11, worst hold path type=flip-flop to flip-flop, H-tree Lvls=1, port bufs=109, Hold Crit Start=cnt[7]$_DFF_PN0_, Net Sw Power=146.8 uW, Synth cell types=~57, relative slew slack=0.5661, Post-synth EDFFs=13, first-pass GRT wire length=roughly 10000 um, Rows=26, synthesized cell area=about 2100 sq um, R2R cell count=8, dpl ws=136.2 ps, ANT nets after route=0, Min-Delay Endpoint=cnt[7]$_DFF_PN0_, kind of critical path=flip-flop to flip-flop, worst IR drop on VDD=0.0002055 V, Logic pwr share=0.209, DR DRC count=0, top cells by count=24 x nand2_1, 15 x nor2_1, 13 x edfxtp_1, CTS root buf=clkbuf_8, max-cap violation count=0, Syn Inst Count=around 230, Leak Pwr=about 1.3 nW, Final Core Density=0.6556
[per-stage QoR]
| step | std cells | total power [mW] | area, sq um |
|---|---|---|---|
| floorplan | 229 | 0.3823 | 2106 |
| global placement | 408 | 0.5354 | 3256 |
| detailed placement | 408 | 0.5364 | 3256 |
| CTS | 412 | 0.8438 | 3327 |
| global route | 412 | 0.8670 | 3327 |
| finish | 412 | 0.8381 | 3327 |
[flip-flops by register name, summed over array words and instances (netlist names)]
signal,count
dataout,8
wrsig,1
state,5
cnt,8
[placed cells by master (no fill, tap or decap), drive strengths merged, types with 2 or more instances in the layout]
master	instances
clkdlybuf4s50	109
nand2	24
nor2	16
edfxtp	13
buf	13
o21ai	13
mux2i	11
inv	10
ha	10
dfrtp	9
nand3	8
a21oi	8
a222oi	8
a22o	7
a22oi	7
nor3	6
o211ai	5
o22ai	4
nand4	4
xnor2	4
and3	3
a31oi	3
nor4b	3
o31ai	3
xor2	3
clkbuf	3
mux2	3
nor2b	2
nand2b	2
a221oi	2
or2	2
and3b	2
a211oi	2
and2b	2
nor4bb	2
and4bb	2
[power groups by stage]
stage	Clock (mW)	Combinational, mW	Sequential [mW]
global route	0.326	0.187	0.354
finish	0.309	0.175	0.354
CTS	0.314	0.176	0.354
[per-layer routing]
layer | track usage | wire length, um | up-vias
met5 | 0 | 0 | -
met2 | 0.4224 | 3354 | 97
met4 | 0.02725 | 59 | 0
met3 | 0.05220 | 529 | 4
met1 | 0.3799 | 2921 | 1020
li1 | - | - | 1114
[cell families (layout without fill, tap and decap cells)]
group | count (synthesis) | count (layout) | share of synthesized area
mux | 14 | 14 | 0.07011
xor+xnor | 7 | 7 | 0.02912
buf+inv | 23 | 136 | 0.07783
compound gates | 69 | 69 | 0.2365
simple gates | 84 | 84 | 0.2347
fa+ha+maj | 10 | 10 | 0.05942
flops | 22 | 22 | 0.2923
[worst max-delay path by stage]
| stage | startpoint | endpoint | depth (start not counted) |
|---|---|---|---|
| global route | state[0]$_DFFE_PP_ | dataout[0]$_DFFE_PP_ | 8 |
| finish | state[0]$_DFFE_PP_ | dataout[0]$_DFFE_PP_ | 8 |
| CTS | state[0]$_DFFE_PP_ | dataout[0]$_DFFE_PP_ | 8 |
[worst register-to-register path: cells and delay by family (launching register included)]
family / cells / cell delay (ps)
buf+inv: 2 / 300
simple gates: 2 / 410
fa+ha+maj: 1 / 270
flops: 1 / 440
compound gates: 3 / 680
[final cells by class]
class	count	area (sq um)
fillers	411	1748
clock buffers	3	41.29
clock inverters	1	30.03
inverters	10	37.54
repair buffers	122	1189
flip-flops and latches	22	615.6
well taps	70	87.58
multi-input cells	184	1326
No activity file was given, so power comes from the tool's default toggle rates.
