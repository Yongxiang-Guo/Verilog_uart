==> flow/design.v <==
`timescale 1ns/1ps
module uartrx(clk, rst_n, rx, dataout, rdsig, dataerror, frameerror);
input clk;              
input rst_n;            
input rx;               
output dataout;         
output rdsig;			   
output dataerror;       
output frameerror;      
reg[7:0] dataout;
reg rdsig, dataerror;
reg frameerror;
reg [7:0] cnt;
reg rxbuf, rxfall, receive;
parameter paritymode = 1'b0;
reg presult, idle;		 
always @(posedge clk)    
begin
  rxbuf <= rx;
  rxfall <= rxbuf & (~rx);
end
always @(posedge clk)
begin
  if (rxfall && (~idle)) begin 
    receive <= 1'b1;
  end
  else if(cnt == 8'd152) begin  
    receive <= 1'b0;
  end
end
always @(posedge clk or negedge rst_n)
begin
  if (!rst_n) begin
     idle<=1'b0;
	  cnt<=8'd0;
     rdsig <= 1'b0;	 
	  frameerror <= 1'b0; 
	  dataerror <= 1'b0;	  
	  presult<=1'b0;
  end	  
  else if(receive == 1'b1) begin
		case (cnt)
		8'd0:begin
			idle <= 1'b1;
			cnt <= cnt + 8'd1;
			rdsig <= 1'b0;
		end
		8'd24:begin                  
			idle <= 1'b1;
			dataout[0] <= rx;
			presult <= paritymode^rx;
			cnt <= cnt + 8'd1;
			rdsig <= 1'b0;
		end
		8'd40:begin                  
			idle <= 1'b1;
			dataout[1] <= rx;
			presult <= presult^rx;
			cnt <= cnt + 8'd1;
			rdsig <= 1'b0;
		end
		8'd56:begin                  
			idle <= 1'b1;
			dataout[2] <= rx;
			presult <= presult^rx;
			cnt <= cnt + 8'd1;
			rdsig <= 1'b0;
		end
		8'd72:begin                
			idle <= 1'b1;
			dataout[3] <= rx;
			presult <= presult^rx;
			cnt <= cnt + 8'd1;
			rdsig <= 1'b0;
		end
		8'd88:begin                
			idle <= 1'b1;
			dataout[4] <= rx;
			presult <= presult^rx;
			cnt <= cnt + 8'd1;
			rdsig <= 1'b0;
		end
		8'd104:begin             
			idle <= 1'b1;
			dataout[5] <= rx;
			presult <= presult^rx;
			cnt <= cnt + 8'd1;
			rdsig <= 1'b0;
		end
		8'd120:begin             
			idle <= 1'b1;
			dataout[6] <= rx;
			presult <= presult^rx;
			cnt <= cnt + 8'd1;
			rdsig <= 1'b0;
		end
		8'd136:begin             
			idle <= 1'b1;
			dataout[7] <= rx;
			presult <= presult^rx;
			cnt <= cnt + 8'd1;
			rdsig <= 1'b1;
		end
		8'd152:begin
		  idle <= 1'b1;
		  if(1'b1 == rx)
			 frameerror <= 1'b0;
		  else
			 frameerror <= 1'b1;       
		  cnt <= cnt + 8'd1;
		  rdsig <= 1'b1;
		end
		default: begin
			cnt <= cnt + 8'd1;
		end
		endcase
   end	
   else begin
	  cnt <= 8'd0;
	  idle <= 1'b0;
	  rdsig <= 1'b0;	 
	end
end
endmodule
==> flow/run.sh <==
#!/bin/bash
# OpenROAD 26Q1-2900-gdf79404cd8, Yosys 0.63+post, stock flow scripts
make -C /OpenROAD-flow-scripts/flow DESIGN_CONFIG=/design/flow/config.mk WORK_HOME=/design/flow/orfs finish
==> flow/config.mk <==
export PLATFORM = sky130hd
export DESIGN_NAME = uartrx
export DESIGN_NICKNAME = uartrx
export VERILOG_FILES = /design/flow/design.v
export SDC_FILE = /design/flow/constraint.sdc
export NUM_CORES = 4
export LEC_CHECK = 1
export CORE_AREA = 10 10 105 105
export DIE_AREA = 0 0 115 115
export SYNTH_HDL_FRONTEND = slang
==> flow/constraint.sdc <==
current_design uartrx

set clk_period 3.9
set clk_io_pct 0.2

create_clock -name clk0 -period $clk_period [get_ports {clk}]

set non_clock_inputs [all_inputs -no_clocks]
set_input_delay [expr $clk_period * $clk_io_pct] -clock clk0 $non_clock_inputs
set_output_delay [expr $clk_period * $clk_io_pct] -clock clk0 [all_outputs]
==> notes.md <==
fresh numbers from the pnr run: Max-Cap Viols=0, Slowest-stage cell, CP=clkdlybuf4s50_1, first-pass GRT wire length=3277 µm, met3 WL=108 µm, crit end category=flip-flop, GP Congestion=0.8018, DRC viols=0, area grow syn2layout=24.63%, critical path class=in2reg, num rows=34, worst r2r path cells=5, Post-synth EDFFs=8, status=finished, final reports clean, GRT Util Overall=2.992%, main flop type=dfrtp_1, Warnings, synthesis=1, final critical-path share of the clock period=55.53%, total core area=0.008763 mm², share of post-route cells with drive strength above 1=7.000%, vias in the first global route=663, Hold EP=rxfall$_DFF_P_, count leader, synth=dfrtp_1, Yosys chip area=0.001001 mm², PwrDens=520.5 mW/mm², Mapped Area=0.001001 mm², unrepaired setup endpoints after global routing=false, cells along the critical path=clkdlybuf4s50_1, nand2_1, nor4_1, total die area=0.01323 mm², TritonCTS Buffers=3, Layout Utilization=14.23%, Largest type area fraction=27.50%, FMAX=461.7 MHz, Die H=115 µm, VDD IR max=0.3089 mV, worst rel slew slack=62.79%, HP Class=reg2reg, family with the most delay on the worst path=buffers and inverters, drt pass-1 iters=5, vias per cell=3.197, Worst Tran Pin Value=0.5565 ns, top cells by count=dfrtp_1, edfxtp_1, nand3_1, nor2_1, nor3_1, WP data required=3.84 ns, CP max FO=13, setup TNS=0 ns, Post-CTS Setup Bufs=0, TritonCTS Sinks=22, synth top area cells=dfrtp_1, edfxtp_1, dfxtp_1, drt initial violations=35, Tmin final=2.166 ns, CTS tree=done, cell count after synthesis=90, Synth async-reset ratio=50.00%, met2 WL=753 µm, Clock transition at path regs=0.07 ns, Final setup viols=0, tally of OpenROAD warnings=26, Hold Path Cell Cnt=1, Yosys top cell by area=dfrtp_1, Yosys reg bits=22, Avg Cell Area, Syn=11.12 µm², Worst Hold Launch=rxbuf$_DFF_P_, Final Hold Viols=0, R2R setup slack=2.31 ns, worst reg2reg endpoint=dataout[7]$_DFFE_PP_, Clock Latency Late Sink=0.26 ns, yosys cell count=90, die width=115 µm, fin. max-slew vios=0, Final WS setup=1.734 ns, ant diodes=0, CTS Hold Bufs=0, Final Skew=0.002431 ns, pre-CTS setup slack=1.428 ns, Buffers on Ports=12, Buf+Inv Stages, Crit Path=1, Max clock buf depth=2, H-tree Lvls=1, Yosys cell types=32, root buf cell=clkbuf_8, reg-to-reg startpoint=cnt[0]$_DFF_PN0_, leak pwr=0.0004416 µW, Final Routed Wirelength=1929 µm, highest routed metal layer=met3, DR vias=665, final HPWL from detailed placement=1437 µm, total grt overflow=0, fp_density=11.42%, antenna viol nets, final=0, sequential share of the synthesized area=57.50%, critical path launch point type=input pin, post-DR wirelength/cell=9.274 µm, post_cts resized=0, Boundary Pins=14, antenna violations before repair=0, Critical Path Max Stage Delay=0.82 ns, met1 wire length=1067 µm, Worst EP arrival=2.11 ns, largest net degree at the start of global routing=14
[through the flow]
step                power (µW)  area [µm²]  hold WS [ns]  std cells
global placement         508.1        1202        0.4177        204
floorplan                505.2        1001        0.4138         90
detailed placement       511.3        1202        0.4285        204
global route             702.0        1247        0.4751        208
CTS                      652.9        1247        0.4463        208
finish                   649.3        1247        0.4404        208
[state kept, by name, indices dropped and copies added, names as in the netlist]
| register | cells |
|---|---|
| frameerror | 1 |
| rxfall | 1 |
| cnt | 8 |
| receive | 1 |
| dataout | 8 |
| idle | 1 |
| rxbuf | 1 |
| rdsig | 1 |
[cells by family (layout without fill, tap and decap cells)]
| kind of cell | count (synthesis) | in the layout | share of synthesized area [%] |
|---|---|---|---|
| AND-OR/OR-AND | 11 | 11 | 6.375 |
| AND/OR/NAND/NOR | 39 | 39 | 22.37 |
| flip-flops | 22 | 22 | 57.50 |
| other | 1 | 1 | 0.3746 |
| adder cells (fa/ha/maj) | 2 | 2 | 2.500 |
| XOR/XNOR | 3 | 3 | 2.625 |
| multiplexers | 1 | 1 | 1.000 |
| buffers and inverters | 11 | 21 | 7.248 |
[power by group]
part | switching (µW) | internal [µW] | total, µW
combinational | 77.7 | 74.6 | 152
clock | 68.0 | 70.1 | 138
sequential | 79.0 | 280 | 359
[worst reg2reg max path, cell delays in order, from the launching register on]
cell      delay, ns
dfrtp_1        0.43
inv_1          0.08
ha_1           0.21
and4bb_2       0.30
nand2_1        0.09
nor3_1         0.18
[routing by layer]
metal / global-route usage [%] / vias up
met5: 0 / -
met4: 0.08251 / 0
met3: 1.160 / 0
met2: 3.679 / 20
met1: 4.951 / 311
li1: - / 334
[final cells by class]
type,instances,area (µm²)
fillers,984,7516
flip-flops and latches,22,575.6
multi-input cells,57,352.8
well taps,108,135.1
repair buffers,12,120.1
clock buffers,3,41.29
inverters,5,18.77
clock inverters,1,3.754
[cell usage in the layout, fill, tap and decap left out]
cell type / instances
clkdlybuf4s50_1: 12
nor4_1: 2
dfrtp_1: 11
nand2_2: 1
a31oi_1: 1
a22o_1: 1
nand4_1: 3
ha_1: 2
mux2i_1: 1
or3_1: 3
and4bb_2: 1
dfxtp_1: 3
xnor2_1: 1
clkinv_1: 2
edfxtp_1: 8
nor2_1: 6
and2_1: 1
nand2_1: 4
xor2_1: 2
nand3_1: 7
inv_1: 4
o21ai_1: 1
clkbuf_8: 3
o31a_1: 1
conb_1: 1
nor3b_2: 2
o21ai_0: 3
nor2b_1: 3
a21oi_1: 4
nor3_1: 5
nor3b_1: 1
[worst max-delay path by stage]
stage	end	cells past startpoint	slack, ns	start
after CTS	dataout[3]$_DFFE_PP_	3	1.71	rst_n
after global routing	dataout[3]$_DFFE_PP_	3	1.58	rst_n
final	dataout[3]$_DFFE_PP_	3	1.73	rst_n
Power and IR drop assume default switching activity.
