==> flow/design.v <==
`timescale 1ns/1ps
module uartrx_frame(clk, rst_n, rx_data, rdsig, freq_out, amp_out, frame_error, frame_sig, led);
input clk;								 
input rst_n;							 
input[7:0] rx_data;					 
input rdsig;							 
output reg[16:0] freq_out;				 
output reg[16:0] amp_out;				 
output reg frame_error, frame_sig;	 
output reg[3:0] led;
reg[31:0] freq, amp;
reg[7:0] cnt;
reg rdsigbuf, rdsigrise, receive;
reg idle;								 
reg[15:0] freq_extra;				 
reg[3:0] state_machine;	 
initial
begin
	freq_out <= 16'd100;
	amp_out <= 16'd20;
	led[0] <= 1'b1;
	led[1] <= 1'b1;
	led[2] <= 1'b1;
	led[3] <= 1'b1;
end
always @(posedge clk)		 
begin
	rdsigbuf <= rdsig;
	rdsigrise <= (~rdsigbuf) & rdsig;
end
always @(posedge clk)		 
begin
  if (rdsigrise && (~idle)) begin
		receive <= 1'b1;
  end
  else if(cnt == 8'd16)	begin
		receive <= 1'b0;
	end
end
always @(posedge clk or negedge rst_n)		 
begin
	if(!rst_n)
	begin
		led[0] <= 1'b0;
		led[1] <= 1'b1;
		led[2] <= 1'b1;
		led[3] <= 1'b1;
		idle <= 1'b0;
		cnt <= 8'd0;
		frame_sig <= 1'b0;
		frame_error <= 1'b0;
		state_machine <= 4'd0;
	end
	else if(receive == 1'b1) begin
		case(cnt)
		8'd0:begin
			idle <= 1'd1;
			cnt <= cnt + 8'd1;
			frame_sig <= 1'b0;
		end
		8'd16:begin
			idle <= 1'd1;
			case(state_machine)
			4'd0 : 
			begin
				frame_sig <= 1'b0;
				cnt <= cnt + 8'd1;
				if(rx_data == 8'd80)			 
					state_machine <= 4'd1;
			end
			4'd1 : 
			begin
				frame_sig <= 1'b0;
				cnt <= cnt + 8'd1;
				amp[31:24] <= rx_data - 8'd48;		 
				state_machine <= 4'd2;
			end
			4'd2 :
			begin
				frame_sig <= 1'b0;
				cnt <= cnt + 8'd1;
				amp[23:16] <= rx_data - 8'd48;		 
				state_machine <= 4'd3;
			end
			4'd3 :
			begin
				frame_sig <= 1'b0;
				cnt <= cnt + 8'd1;
				amp[15:8] <= rx_data - 8'd48;		 
				state_machine <= 4'd4;
			end
			4'd4 :
			begin
				frame_sig <= 1'b0;
				cnt <= cnt + 8'd1;
				amp[7:0] <= rx_data - 8'd48;			 
				state_machine <= 4'd5;
			end
			4'd5 :
			begin
				frame_sig <= 1'b0;
				cnt <= cnt + 8'd1;
				freq[31:24] <= rx_data - 8'd48;		 
				state_machine <= 4'd6;
			end
			4'd6 :
			begin
				frame_sig <= 1'b0;
				cnt <= cnt + 8'd1;
				freq[23:16] <= rx_data - 8'd48;		 
				state_machine <= 4'd7;
			end
			4'd7 :
			begin
				frame_sig <= 1'b0;
				cnt <= cnt + 8'd1;
				freq[15:8] <= rx_data - 8'd48;		 
				state_machine <= 4'd8;
			end
			4'd8 :
			begin
				frame_sig <= 1'b0;
				cnt <= cnt + 8'd1;
				freq[7:0] <= rx_data - 8'd48;		 
				state_machine <= 4'd9;
			end
			4'd9 :
			begin
				frame_sig <= 1'b0;
				cnt <= cnt + 8'd1;
				freq_extra[15:8] <= rx_data - 8'd48;		 
				state_machine <= 4'd10;
			end
			4'd10 :
			begin
				frame_sig <= 1'b0;
				cnt <= cnt + 8'd1;
				freq_extra[7:0] <= rx_data - 8'd48;		 
				state_machine <= 4'd11;
			end
			4'd11 :
			begin
				cnt <= cnt + 8'd1;
				if(rx_data == 8'd13)			 
				begin
					led[2] <= 1'b0;
					frame_sig <= 1'b1;
					state_machine <= 4'd12;
				end
				else
				begin
					frame_error <= 1'b1;	 
					state_machine <= 4'd0;
				end
			end
			4'd12 :
			begin
				cnt <= cnt + 8'd1;
				if(rx_data == 8'd10)			 
				begin
					led[3] <= 1'b0;
					frame_sig <= 1'b1;		 
					amp_out <= amp[31:24] * 16'd10 + amp[23:16];
					freq_out <= freq[31:24] * 16'd1000 + freq[23:16] * 16'd100 + freq[15:8] * 16'd10 + freq[7:0];
				end
				else
					frame_error <= 1'b1;		 
				state_machine <= 4'd0;
			end
			endcase
		end
		default: begin
			cnt <= cnt + 8'd1;
		end
		endcase
	end
	else begin
		cnt <= 8'd0;
		idle <= 1'b0;
		frame_sig <= 1'b0;
	end
end
endmodule
==> flow/run.sh <==
#!/bin/bash
# OpenROAD 26Q1-2900-gdf79404cd8, Yosys 0.63+post, stock flow scripts
make -C /OpenROAD-flow-scripts/flow DESIGN_CONFIG=/design/flow/config.mk WORK_HOME=/design/flow/orfs finish
==> flow/config.mk <==
export PLATFORM = sky130hd
export DESIGN_NAME = uartrx_frame
export DESIGN_NICKNAME = uartrx_frame
export VERILOG_FILES = /design/flow/design.v
export SDC_FILE = /design/flow/constraint.sdc
export NUM_CORES = 4
export LEC_CHECK = 1
export CORE_UTILIZATION = 30
export SYNTH_HDL_FRONTEND = slang
==> flow/constraint.sdc <==
current_design uartrx_frame

set clk_period 6.7
set clk_io_pct 0.2

create_clock -name clk0 -period $clk_period [get_ports {clk}]

set non_clock_inputs [all_inputs -no_clocks]
set_input_delay [expr $clk_period * $clk_io_pct] -clock clk0 $non_clock_inputs
set_output_delay [expr $clk_period * $clk_io_pct] -clock clk0 [all_outputs]
==> summary.txt <==
fresh numbers from the pnr run: status complete, no violations, comb area leader adder cells, yosys aoi share 8.04%, die height 164 um, die area 0.0269 sq mm, Synth Flop Type edfxtp_1, clock skew 0.0122 ns, diodes inserted 0, YS chip area 0.00786 sq mm, top cells by count ha_1 (124), inv_1 (96), edfxtp_1 (78), Top-area cell share 29.8%, Synth Cell Area 0.00786 sq mm, Post-synth area hogs edfxtp_1 (30%), ha_1 (20%), fa_1 (11%), syn_area_per_cell 11.3 sq um, Power Dens Cells 161 mW/mm^2, total setup buffers inserted after CTS 0, Finish-stage setup viols 0, Setup CP Type flop to flop, Cells after DPL 1062, Required @ worst endpoint 6.80 ns, CP Max Fanout 7, vias per cell 4.50, Final Max Tran Viols 0, Routed WL 14000 um, Routed WL per cell 13.0 um, Pwr Total 1450 uW, crit-path most repeated cell fa_1, clk sink count 107, synth warn 0, GP Congestion 0.859, Non-Filler Instances 1078, Yosys top cell by instances ha_1, Slowest-stage cell, CP fa_1, stage-log warning count 33, end-of-flow core utilization 35.3%, HP Class flop to flop, CTS Hold Buffers Added 0, Slew @ Worst Pin 0.737 ns, mux share of post-synthesis cell area 0.127%, first-pass GRT wire length 23000 um, FMAX 170 MHz, fin crit share 87.8%, Synth Area in XOR/XNOR 6.13%, row count 58, post_cts resized 0, ys cells 693, Simple-Gate Fraction of Synth Area 10.3%, Slew headroom 50.7%, antenna viol nets, final 0, port bufs 44, TritonRoute pass-1 iters 6, critical path, cell by cell fa_1 > inv_1 > fa_1 > fa_1 > inv_1 > fa_1 > ha_1 > nand2_1 > o21ai_0 > nor2_1 > xnor2_1 > fa_1 > ha_1 > ha_1 > nor2b_1 > a311oi_1 > a21oi_1 > xor2_1, Max IR drop VDD 0.000101 V, clock root cell clkbuf_16, Synth area leader edfxtp_1, Seq share, synth 38.9%, Synth-to-Final Area Change 14.2%, clk latency of the worst-skew pair 0.35 ns, CTS Buffer Depth 2, largest net degree at the start of global routing 34, CP endpoint kind flop, Synth Area in Adders 30.9%, DP HPWL 11000 um, layout cells sized above 1 4.28%, Filler cells 2434, GRT Total Usage 11.4%, Static Leak 0.00397 uW, number of enable flip-flop cells 78, Arrival @ worst endpoint 5.98 ns, Post-Synthesis Cells 693, Cell Type Count 57, Die W 164 um, final hold vios 0, TNS Setup 0 ns, TritonCTS clock tree built, # H-tree levels 3, Slowest Stage Delay on Critical Path 0.60 ns, RSZ-0062 raised after global routing no, crit path launch type flop, via count 4852, initial antenna violation count 0, global route overflow 0, 1st-iter DRT viols 238, core footprint 0.0255 sq mm, Final min period 5.88 ns, vias in the first global route 4627, asr flop ratio synth 24.3%, Top-Level Pins 51, clock slew at reported path FFs 0.08 ns, Yosys reg bits 107, Residual DRC 0, number of max-cap violations 0, total CTS buffers 9, fp_density 30.9%
-- power breakdown --
group,total (uW),leakage (uW),internal (uW),switching (uW)
combinational,151,0.00276,69.5,81.6
sequential,777,0.00106,745,31.9
clock,521,0.000142,262,259
total,1450,0.00397,1080,373
-- layout by cell type, fill, tap and decap left out, types with 3 or more instances in the layout --
cell	instances
a21o_1	14
a21oi_1	28
and2_1	6
and3_1	8
buf_4	3
clkbuf_16	9
clkdlybuf4s50_1	44
clkinv_4	3
conb_1	7
dfrtp_1	23
dfstp_2	3
dfxtp_1	3
edfxtp_1	78
fa_1	44
ha_1	124
inv_1	96
nand2_1	49
nand2b_1	4
nand3_1	9
nand4_1	7
nor2_1	29
nor2b_1	14
nor3_1	4
nor4_1	3
o21a_1	7
o21ai_0	24
o21bai_1	3
o41ai_1	3
or2_2	3
xnor2_1	43
xor2_1	12
-- metrics by stage --
step	setup slack (ns)	hold WS [ns]	area, sq um
floorplan	1.07	0.367	7880
global placement	0.851	0.373	8690
detailed placement	0.822	0.375	8690
CTS	0.785	0.386	8980
global route	0.428	0.414	8980
finish	0.816	0.384	8980
-- per-layer routing --
metal  wire (um)  global-route usage [%]  up-vias
met3         814                    2.88       14
met5           0                       0        -
met1        6760                    17.6     2262
met2        6220                    17.3       91
met4         206                    1.09        0
li1            -                       -     2485
-- cells by family after synthesis --
group	Yosys count
fa+ha+maj	168
compound gates	99
simple gates	152
other cells	2
xor+xnor	55
flops	107
buf+inv	109
mux	1
-- path summary, 6_finish.rpt --
kind | start | to | slack, ns | cells after the start
max in group asynchronous | rst_n | state_machine[0] | 5.01 | 2
setup / recovery | freq[24] | freq_out[14] | 0.82 | 18
setup reg to reg | freq[24] | freq_out[14] | 0.82 | 18
min in group asynchronous | rst_n | cnt[0] | 1.37 | 2
hold reg to reg | rdsigbuf | rdsigrise | 0.38 | 1
hold / removal | rdsigbuf | rdsigrise | 0.38 | 1
-- layout make-up --
class,instances,area [sq um],share of cell area (%)
inverters,96,360,4.01
clock inverters,6,62.6,0.696
repair buffers,47,463,5.15
clock buffers,10,229,2.55
multi-input cells,482,4400,49.0
flip-flops and latches,107,3060,34.0
well taps,330,413,4.60
-- worst max-delay path: cells and delay by family, from the launching register on --
family / cells / cell delay [ns]
simple gates: 3 / 0.32
xor+xnor: 2 / 0.31
flops: 1 / 0.50
fa+ha+maj: 8 / 3.61
compound gates: 3 / 0.77
buf+inv: 2 / 0.11
-- registers in the layout (all words and copies together) (netlist names), 2 cells and up --
name	count
freq_out	17
amp_out	13
led	2
amp	16
state_machine	13
freq	32
cnt	8
Power and IR drop assume default switching activity.
